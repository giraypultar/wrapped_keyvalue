==> ./design.v <==
module keyvalue_4(
	input sys_rst,
	input [3:0] SEL_i,
	input ADR_IS_KEY_i,
	input DAT_IS_KEY_i,
	input [6:0] ADR_i,
	input [6:0] DAT_i,
	input WE_i,
	input STB_i,
	input CYC_i,
	output reg DUP_o,
	output reg STALL_o,
	output reg ACK_o,
	output reg [6:0] DAT_o,
	output [6:0] LA_o,
	input sys_clk,
	input sys_rst_1
);
reg [6:0] __main___storak0 = 7'd0;
reg [6:0] __main___storak1 = 7'd0;
reg [6:0] __main___storak2 = 7'd0;
reg [6:0] __main___storak3 = 7'd0;
reg [6:0] __main___storak4 = 7'd0;
reg [6:0] __main___storak5 = 7'd0;
reg [6:0] __main___storak6 = 7'd0;
reg [6:0] __main___storak7 = 7'd0;
reg [6:0] __main___storav0 = 7'd0;
reg [6:0] __main___storav1 = 7'd0;
reg [6:0] __main___storav2 = 7'd0;
reg [6:0] __main___storav3 = 7'd0;
reg [6:0] __main___storav4 = 7'd0;
reg [6:0] __main___storav5 = 7'd0;
reg [6:0] __main___storav6 = 7'd0;
reg [6:0] __main___storav7 = 7'd0;
reg [6:0] __main___empty_location = 7'd1;
reg [1:0] convert_state = 2'd3;
reg [1:0] convert_next_state;
reg __main___STALL_o_next_value0;
reg __main___STALL_o_next_value_ce0;
reg [6:0] __main___empty_location_t_next_value;
reg __main___empty_location_t_next_value_ce;
reg __main___ACK_o_f_next_value;
reg __main___ACK_o_f_next_value_ce;
reg [6:0] __main___DAT_o_next_value1;
reg __main___DAT_o_next_value_ce1;
reg __main___DUP_o_next_value2;
reg __main___DUP_o_next_value_ce2;
reg [6:0] convert_next_value0;
reg convert_next_value_ce0;
reg [6:0] convert_next_value1;
reg convert_next_value_ce1;
reg [6:0] convert_t_next_value;
reg convert_t_next_value_ce;
reg [6:0] convert_f_next_value;
reg convert_f_next_value_ce;
reg [6:0] convert_comb_array_muxed;
reg [6:0] convert_sync_array_muxed0 = 7'd0;
reg [6:0] convert_sync_array_muxed1 = 7'd0;
reg [6:0] convert_sync_array_muxed2 = 7'd0;
reg [6:0] convert_sync_array_muxed3 = 7'd0;
// synthesis translate_off
reg dummy_s;
initial dummy_s <= 1'd0;
// synthesis translate_on
assign LA_o = DAT_o;
// synthesis translate_off
reg dummy_d;
// synthesis translate_on
always @(*) begin
	convert_next_state <= 2'd0;
	__main___STALL_o_next_value0 <= 1'd0;
	__main___STALL_o_next_value_ce0 <= 1'd0;
	__main___empty_location_t_next_value <= 7'd0;
	__main___empty_location_t_next_value_ce <= 1'd0;
	__main___ACK_o_f_next_value <= 1'd0;
	__main___ACK_o_f_next_value_ce <= 1'd0;
	__main___DAT_o_next_value1 <= 7'd0;
	__main___DAT_o_next_value_ce1 <= 1'd0;
	__main___DUP_o_next_value2 <= 1'd0;
	__main___DUP_o_next_value_ce2 <= 1'd0;
	convert_next_value0 <= 7'd0;
	convert_next_value_ce0 <= 1'd0;
	convert_next_value1 <= 7'd0;
	convert_next_value_ce1 <= 1'd0;
	convert_t_next_value <= 7'd0;
	convert_t_next_value_ce <= 1'd0;
	convert_f_next_value <= 7'd0;
	convert_f_next_value_ce <= 1'd0;
	convert_next_state <= convert_state;
	case (convert_state)
		1'd0: begin
			__main___STALL_o_next_value0 <= 1'd0;
			__main___STALL_o_next_value_ce0 <= 1'd1;
			if ((((STB_i == 1'd1) & (WE_i == 1'd0)) & (ACK_o == 1'd0))) begin
				convert_next_state <= 1'd1;
			end else begin
				if ((((STB_i == 1'd1) & (WE_i == 1'd1)) & (ACK_o == 1'd0))) begin
					convert_next_state <= 2'd2;
					if (ADR_IS_KEY_i) begin
						__main___empty_location_t_next_value <= (__main___empty_location + 1'd1);
						__main___empty_location_t_next_value_ce <= 1'd1;
					end
				end else begin
					__main___ACK_o_f_next_value <= 1'd0;
					__main___ACK_o_f_next_value_ce <= 1'd1;
					convert_next_state <= 1'd0;
				end
			end
		end
		1'd1: begin
			if ((ADR_IS_KEY_i == 1'd1)) begin
				if ((__main___storak1 == ADR_i)) begin
					__main___DAT_o_next_value1 <= __main___storav1;
					__main___DAT_o_next_value_ce1 <= 1'd1;
					__main___ACK_o_f_next_value <= 1'd1;
					__main___ACK_o_f_next_value_ce <= 1'd1;
					convert_next_state <= 1'd0;
				end
			end
			if ((DAT_i > 1'd0)) begin
				if ((__main___storav1 == DAT_i)) begin
					__main___DAT_o_next_value1 <= __main___storak1;
					__main___DAT_o_next_value_ce1 <= 1'd1;
					__main___ACK_o_f_next_value <= 1'd1;
					__main___ACK_o_f_next_value_ce <= 1'd1;
					convert_next_state <= 1'd0;
				end
			end
			if ((ADR_IS_KEY_i == 1'd1)) begin
				if ((__main___storak2 == ADR_i)) begin
					__main___DAT_o_next_value1 <= __main___storav2;
					__main___DAT_o_next_value_ce1 <= 1'd1;
					__main___ACK_o_f_next_value <= 1'd1;
					__main___ACK_o_f_next_value_ce <= 1'd1;
					convert_next_state <= 1'd0;
				end
			end
			if ((DAT_i > 1'd0)) begin
				if ((__main___storav2 == DAT_i)) begin
					__main___DAT_o_next_value1 <= __main___storak2;
					__main___DAT_o_next_value_ce1 <= 1'd1;
					__main___ACK_o_f_next_value <= 1'd1;
					__main___ACK_o_f_next_value_ce <= 1'd1;
					convert_next_state <= 1'd0;
				end
			end
			if ((ADR_IS_KEY_i == 1'd1)) begin
				if ((__main___storak3 == ADR_i)) begin
					__main___DAT_o_next_value1 <= __main___storav3;
					__main___DAT_o_next_value_ce1 <= 1'd1;
					__main___ACK_o_f_next_value <= 1'd1;
					__main___ACK_o_f_next_value_ce <= 1'd1;
					convert_next_state <= 1'd0;
				end
			end
			if ((DAT_i > 1'd0)) begin
				if ((__main___storav3 == DAT_i)) begin
					__main___DAT_o_next_value1 <= __main___storak3;
					__main___DAT_o_next_value_ce1 <= 1'd1;
					__main___ACK_o_f_next_value <= 1'd1;
					__main___ACK_o_f_next_value_ce <= 1'd1;
					convert_next_state <= 1'd0;
				end
			end
			if ((ADR_IS_KEY_i == 1'd1)) begin
				if ((__main___storak4 == ADR_i)) begin
					__main___DAT_o_next_value1 <= __main___storav4;
					__main___DAT_o_next_value_ce1 <= 1'd1;
					__main___ACK_o_f_next_value <= 1'd1;
					__main___ACK_o_f_next_value_ce <= 1'd1;
					convert_next_state <= 1'd0;
				end
			end
			if ((DAT_i > 1'd0)) begin
				if ((__main___storav4 == DAT_i)) begin
					__main___DAT_o_next_value1 <= __main___storak4;
					__main___DAT_o_next_value_ce1 <= 1'd1;
					__main___ACK_o_f_next_value <= 1'd1;
					__main___ACK_o_f_next_value_ce <= 1'd1;
					convert_next_state <= 1'd0;
				end
			end
			if ((ADR_IS_KEY_i == 1'd1)) begin
				if ((__main___storak5 == ADR_i)) begin
					__main___DAT_o_next_value1 <= __main___storav5;
					__main___DAT_o_next_value_ce1 <= 1'd1;
					__main___ACK_o_f_next_value <= 1'd1;
					__main___ACK_o_f_next_value_ce <= 1'd1;
					convert_next_state <= 1'd0;
				end
			end
			if ((DAT_i > 1'd0)) begin
				if ((__main___storav5 == DAT_i)) begin
					__main___DAT_o_next_value1 <= __main___storak5;
					__main___DAT_o_next_value_ce1 <= 1'd1;
					__main___ACK_o_f_next_value <= 1'd1;
					__main___ACK_o_f_next_value_ce <= 1'd1;
					convert_next_state <= 1'd0;
				end
			end
			if ((ADR_IS_KEY_i == 1'd1)) begin
				if ((__main___storak6 == ADR_i)) begin
					__main___DAT_o_next_value1 <= __main___storav6;
					__main___DAT_o_next_value_ce1 <= 1'd1;
					__main___ACK_o_f_next_value <= 1'd1;
					__main___ACK_o_f_next_value_ce <= 1'd1;
					convert_next_state <= 1'd0;
				end
			end
			if ((DAT_i > 1'd0)) begin
				if ((__main___storav6 == DAT_i)) begin
					__main___DAT_o_next_value1 <= __main___storak6;
					__main___DAT_o_next_value_ce1 <= 1'd1;
					__main___ACK_o_f_next_value <= 1'd1;
					__main___ACK_o_f_next_value_ce <= 1'd1;
					convert_next_state <= 1'd0;
				end
			end
			if ((ADR_IS_KEY_i == 1'd1)) begin
				if ((__main___storak7 == ADR_i)) begin
					__main___DAT_o_next_value1 <= __main___storav7;
					__main___DAT_o_next_value_ce1 <= 1'd1;
					__main___ACK_o_f_next_value <= 1'd1;
					__main___ACK_o_f_next_value_ce <= 1'd1;
					convert_next_state <= 1'd0;
				end
			end
			if ((DAT_i > 1'd0)) begin
				if ((__main___storav7 == DAT_i)) begin
					__main___DAT_o_next_value1 <= __main___storak7;
					__main___DAT_o_next_value_ce1 <= 1'd1;
					__main___ACK_o_f_next_value <= 1'd1;
					__main___ACK_o_f_next_value_ce <= 1'd1;
					convert_next_state <= 1'd0;
				end
			end
			if ((ADR_IS_KEY_i == 1'd0)) begin
				if ((ADR_i == 1'd0)) begin
					if ((DAT_i == 1'd0)) begin
						__main___ACK_o_f_next_value <= 1'd1;
						__main___ACK_o_f_next_value_ce <= 1'd1;
						__main___DUP_o_next_value2 <= 1'd1;
						__main___DUP_o_next_value_ce2 <= 1'd1;
						__main___DAT_o_next_value1 <= 1'sd1;
						__main___DAT_o_next_value_ce1 <= 1'd1;
					end
				end else begin
					__main___DAT_o_next_value1 <= convert_comb_array_muxed;
					__main___DAT_o_next_value_ce1 <= 1'd1;
					__main___ACK_o_f_next_value <= 1'd1;
					__main___ACK_o_f_next_value_ce <= 1'd1;
					convert_next_state <= 1'd0;
				end
			end
			if ((sys_rst == 1'd1)) begin
				convert_next_state <= 2'd3;
			end
		end
		2'd2: begin
			if (ADR_IS_KEY_i) begin
				convert_next_value0 <= DAT_i;
				convert_next_value_ce0 <= 1'd1;
				convert_next_value1 <= ADR_i;
				convert_next_value_ce1 <= 1'd1;
				__main___DAT_o_next_value1 <= __main___empty_location;
				__main___DAT_o_next_value_ce1 <= 1'd1;
			end else begin
				if (DAT_IS_KEY_i) begin
					convert_t_next_value <= DAT_i;
					convert_t_next_value_ce <= 1'd1;
					__main___DAT_o_next_value1 <= ADR_i;
					__main___DAT_o_next_value_ce1 <= 1'd1;
				end else begin
					convert_f_next_value <= DAT_i;
					convert_f_next_value_ce <= 1'd1;
					__main___DAT_o_next_value1 <= ADR_i;
					__main___DAT_o_next_value_ce1 <= 1'd1;
				end
			end
			__main___ACK_o_f_next_value <= 1'd1;
			__main___ACK_o_f_next_value_ce <= 1'd1;
			convert_next_state <= 1'd0;
			if ((sys_rst == 1'd1)) begin
				convert_next_state <= 2'd3;
			end else begin
				convert_next_state <= 1'd0;
			end
		end
		default: begin
			convert_next_state <= 1'd0;
		end
	endcase
// synthesis translate_off
	dummy_d <= dummy_s;
// synthesis translate_on
end
// synthesis translate_off
reg dummy_d_1;
// synthesis translate_on
always @(*) begin
	convert_comb_array_muxed <= 7'd0;
	case (ADR_i)
		1'd0: begin
			convert_comb_array_muxed <= __main___storav0;
		end
		1'd1: begin
			convert_comb_array_muxed <= __main___storav1;
		end
		2'd2: begin
			convert_comb_array_muxed <= __main___storav2;
		end
		2'd3: begin
			convert_comb_array_muxed <= __main___storav3;
		end
		3'd4: begin
			convert_comb_array_muxed <= __main___storav4;
		end
		3'd5: begin
			convert_comb_array_muxed <= __main___storav5;
		end
		3'd6: begin
			convert_comb_array_muxed <= __main___storav6;
		end
		default: begin
			convert_comb_array_muxed <= __main___storav7;
		end
	endcase
// synthesis translate_off
	dummy_d_1 <= dummy_s;
// synthesis translate_on
end
always @(posedge sys_clk) begin
	convert_state <= convert_next_state;
	if (__main___STALL_o_next_value_ce0) begin
		STALL_o <= __main___STALL_o_next_value0;
	end
	if (__main___empty_location_t_next_value_ce) begin
		__main___empty_location <= __main___empty_location_t_next_value;
	end
	if (__main___ACK_o_f_next_value_ce) begin
		ACK_o <= __main___ACK_o_f_next_value;
	end
	if (__main___DAT_o_next_value_ce1) begin
		DAT_o <= __main___DAT_o_next_value1;
	end
	if (__main___DUP_o_next_value_ce2) begin
		DUP_o <= __main___DUP_o_next_value2;
	end
	if (convert_next_value_ce0) begin
		convert_sync_array_muxed0 = convert_next_value0;
		case (__main___empty_location)
			1'd0: begin
				__main___storav0 <= convert_sync_array_muxed0;
			end
			1'd1: begin
				__main___storav1 <= convert_sync_array_muxed0;
			end
			2'd2: begin
				__main___storav2 <= convert_sync_array_muxed0;
			end
			2'd3: begin
				__main___storav3 <= convert_sync_array_muxed0;
			end
			3'd4: begin
				__main___storav4 <= convert_sync_array_muxed0;
			end
			3'd5: begin
				__main___storav5 <= convert_sync_array_muxed0;
			end
			3'd6: begin
				__main___storav6 <= convert_sync_array_muxed0;
			end
			default: begin
				__main___storav7 <= convert_sync_array_muxed0;
			end
		endcase
	end
	if (convert_next_value_ce1) begin
		convert_sync_array_muxed1 = convert_next_value1;
		case (__main___empty_location)
			1'd0: begin
				__main___storak0 <= convert_sync_array_muxed1;
			end
			1'd1: begin
				__main___storak1 <= convert_sync_array_muxed1;
			end
			2'd2: begin
				__main___storak2 <= convert_sync_array_muxed1;
			end
			2'd3: begin
				__main___storak3 <= convert_sync_array_muxed1;
			end
			3'd4: begin
				__main___storak4 <= convert_sync_array_muxed1;
			end
			3'd5: begin
				__main___storak5 <= convert_sync_array_muxed1;
			end
			3'd6: begin
				__main___storak6 <= convert_sync_array_muxed1;
			end
			default: begin
				__main___storak7 <= convert_sync_array_muxed1;
			end
		endcase
	end
	if (convert_t_next_value_ce) begin
		convert_sync_array_muxed2 = convert_t_next_value;
		case (ADR_i)
			1'd0: begin
				__main___storak0 <= convert_sync_array_muxed2;
			end
			1'd1: begin
				__main___storak1 <= convert_sync_array_muxed2;
			end
			2'd2: begin
				__main___storak2 <= convert_sync_array_muxed2;
			end
			2'd3: begin
				__main___storak3 <= convert_sync_array_muxed2;
			end
			3'd4: begin
				__main___storak4 <= convert_sync_array_muxed2;
			end
			3'd5: begin
				__main___storak5 <= convert_sync_array_muxed2;
			end
			3'd6: begin
				__main___storak6 <= convert_sync_array_muxed2;
			end
			default: begin
				__main___storak7 <= convert_sync_array_muxed2;
			end
		endcase
	end
	if (convert_f_next_value_ce) begin
		convert_sync_array_muxed3 = convert_f_next_value;
		case (ADR_i)
			1'd0: begin
				__main___storav0 <= convert_sync_array_muxed3;
			end
			1'd1: begin
				__main___storav1 <= convert_sync_array_muxed3;
			end
			2'd2: begin
				__main___storav2 <= convert_sync_array_muxed3;
			end
			2'd3: begin
				__main___storav3 <= convert_sync_array_muxed3;
			end
			3'd4: begin
				__main___storav4 <= convert_sync_array_muxed3;
			end
			3'd5: begin
				__main___storav5 <= convert_sync_array_muxed3;
			end
			3'd6: begin
				__main___storav6 <= convert_sync_array_muxed3;
			end
			default: begin
				__main___storav7 <= convert_sync_array_muxed3;
			end
		endcase
	end
	if (sys_rst_1) begin
		DUP_o <= 1'd0;
		STALL_o <= 1'd0;
		ACK_o <= 1'd0;
		DAT_o <= 7'd0;
		__main___storak0 <= 7'd0;
		__main___storak1 <= 7'd0;
		__main___storak2 <= 7'd0;
		__main___storak3 <= 7'd0;
		__main___storak4 <= 7'd0;
		__main___storak5 <= 7'd0;
		__main___storak6 <= 7'd0;
		__main___storak7 <= 7'd0;
		__main___storav0 <= 7'd0;
		__main___storav1 <= 7'd0;
		__main___storav2 <= 7'd0;
		__main___storav3 <= 7'd0;
		__main___storav4 <= 7'd0;
		__main___storav5 <= 7'd0;
		__main___storav6 <= 7'd0;
		__main___storav7 <= 7'd0;
		__main___empty_location <= 7'd1;
		convert_state <= 2'd3;
	end
end
endmodule
==> ./run.sh <==
#!/bin/bash
# OpenROAD 26Q1-2900-gdf79404cd8, Yosys 0.63+post, stock flow scripts
make -C /OpenROAD-flow-scripts/flow DESIGN_CONFIG=/design/flow/config.mk WORK_HOME=/design/flow/orfs finish
==> ./config.mk <==
export PLATFORM = sky130hd
export DESIGN_NAME = keyvalue_4
export DESIGN_NICKNAME = keyvalue_4
export VERILOG_FILES = /design/flow/design.v
export SDC_FILE = /design/flow/constraint.sdc
export NUM_CORES = 4
export LEC_CHECK = 1
export CORE_UTILIZATION = 50
==> ./constraint.sdc <==
current_design keyvalue_4

set clk_period 7.7
set clk_io_pct 0.2

create_clock -name clk0 -period $clk_period [get_ports {sys_clk}]

set non_clock_inputs [all_inputs -no_clocks]
set_input_delay [expr $clk_period * $clk_io_pct] -clock clk0 $non_clock_inputs
set_output_delay [expr $clk_period * $clk_io_pct] -clock clk0 [all_outputs]
==> results_dict.tcl <==
# metrics dict for downstream scripts
set metrics [dict create \
    synthAoiAreaFrac_pct 19.2 \
    fin_crit_sh_pct 61.1 \
    routed-via-count 7403 \
    drt-total-wl_um 27500 \
    avgSynthCellArea_um2 8.41 \
    die_area_um2 16400 \
    p_per_area_nw_per_um2 182 \
    yosysTopAreaCell "dfxtp_1" \
    logic_area_um2 5170 \
    initial_core_util_pct 51.6 \
    dpl.hpwl_um 19500 \
    drcViolationCount 0 \
    drive_gt1_share_pct 9.13 \
    core_um2 15400 \
    wl_met2_um 12200 \
    drt-pass1-iter-count 5 \
    met3_length_um 2780 \
    yosys_most_used_dff "dfxtp_1" \
    crit_fanout 22 \
    cts_tree "built" \
    syn_inst 944 \
    final_antenna_net_count 0 \
    top_layer_used "met4" \
    fin_skew_ns 0.00828 \
    finalPower_uw 1640 \
    simple_gate_share_pct 19.1 \
    cp_data_required_time_ns 8.01 \
    top_area_share_pct 29.3 \
    rsz0062_at_grt "no" \
    area_delta_synth_final_pct 13.4 \
    cp.buffers_inverters 2 \
    cts_setup_buffers 0 \
    finalHoldViolations 0 \
    clockBufferDepth 2 \
    cts_max_level 4 \
    synth-edff-count 0 \
    yosys-stat-cells 944 \
    synthXorXnorAreaFrac_pct 11.5 \
    hold_class "flip-flop to flip-flop" \
    cts_num_sinks 116 \
    relSlewSlack_pct 35.5 \
    adder_share_pct 1.26 \
    setup.worst_path.end_class "flip-flop" \
    max_stage_delay_ns 0.72 \
    leakage_uw 0.00320 \
    path_class "input pin to flip-flop" \
    num_antenna_cells 0 \
    ys_seq_share_pct 29.3 \
    regArea_um2 2320 \
    syn_area_um2 7940 \
    cp.arrival_ns 5.01 \
    cp_slowest_cell "or4_1" \
    cts_made_buffers 17 \
    dr.first_iter.drc_count 796 \
    drv_slew 0 \
    numPortBuffers 36 \
    io_pins 43 \
    grt_pass1_vias 6954 \
    mux_area_share_pct 14.0 \
    fill_cells 1345 \
    ys_area_um2 7940 \
    clock_latency_ns 0.42 \
    grt_pass1_wl_um 42200 \
    cts_hold_buffers 0 \
    drt-vias-per-instance 6.36 \
    fmax_mhz 213 \
    critPathLaunchType "input pin" \
    avgRoutedWirePerCell_um 23.6 \
    peakVddDrop_mv 0.192 \
    die_h_um 128 \
    grt_max_degree 76 \
    cts_resized 0 \
    overflow 0 \
    clk_pin_slew_worst_paths_ns 0.05 \
    ys_ff 116 \
    logic_family "AND-OR/OR-AND gates" \
    rows 45 \
    common_cells "nor2_1, dfxtp_1, mux2i_1" \
    yosys-top-cells-area "dfxtp_1, mux2i_1, xnor2_1" \
    synth_cell_types 60 \
    cap_violations 0 \
    antenna_found_initial 0 \
    finalSetupTns_ns 0 \
    cts_root_buffer "clkbuf_16" \
    yosysMostFrequentCell "nor2_1" \
    place.gp.congestion 1.03 \
    setup_viol_count_final 0 \
    tool_warnings 36 \
    crit_chain "clkdlybuf4s50_1, buf_4, or4_4, or4_1, a21oi_4, nor3_2, a211oi_1, a211o_1, nor2_2, a32o_1" \
    async_flop_share_pct 0 \
    die_x_um 128 \
    period_minus_slack_ns 4.71 \
    m1WireLength_um 12000 \
    ys.warnings.count 2 \
    cpLargestDelayFamily "simple AND/OR/NAND/NOR gates" \
    status "finished, final reports clean" \
    worst_pin_slew_ns 0.963 \
    grtUsageTotal_pct 35.6 \
]
[cell usage in the layout, fill, tap and decap left out, types with 6 or more instances in the layout]
cell type        instances
a211o_1                 15
a211oi_1                50
a21boi_0                 7
a21o_1                  10
a21oi_1                 28
a221o_1                 12
a22oi_1                  7
a32o_1                  14
and2_1                   6
buf_4                   30
clkbuf_16               17
clkdlybuf4s50_1         35
dfxtp_1                116
ha_1                     8
inv_1                   16
mux2_2                   7
mux2i_1                103
nand2_1                 42
nand3_1                 23
nand3b_1                 7
nand4_1                 24
nor2_1                 124
nor3_1                  19
nor3b_1                 10
nor4_1                  11
o21ai_0                 10
o221ai_1                16
o22ai_1                 16
xnor2_1                 83
xor2_1                  21
[worst register-to-register path, cell delays in order (launching register included)]
cell	delay, ns
dfxtp_1	0.35
inv_1	0.11
ha_1	0.47
nand3_1	0.18
nor2_1	0.47
nand2_1	0.41
nand2_1	0.45
mux2i_1	0.28
nor2_1	0.06
[path summary, 6_finish.rpt]
path,cells after the start,startpoint,endpoint,slack (ns)
max,10,DAT_i[3],DAT_o[5],2.99
min reg2reg,1,DAT_o[3],DAT_o[3],0.49
max reg2reg,8,convert_state[0],__main___storav6[2],4.79
min,1,DAT_o[3],DAT_o[3],0.49
[stage by stage]
stage | cell area [um^2] | utilization (%) | std cells | setup WS [ns] | hold WS, ns
after floorplan | 7940 | - | 944 | 3.79 | 0.416
after global placement | 8390 | 54.6 | 1133 | 2.62 | 0.483
after detailed placement | 8390 | 54.6 | 1133 | 2.64 | 0.489
after CTS | 9000 | 58.6 | 1164 | 3.05 | 0.501
after global routing | 9000 | 58.6 | 1164 | 2.87 | 0.524
final | 9000 | 58.6 | 1164 | 2.99 | 0.493
[cell families after synthesis]
logic type      count (synthesis)
simple gates                  300
compound gates                202
flops                         116
mux                           110
xor+xnor                      104
buf+inv                       103
fa+ha+maj                       8
other cells                     1
[cell type report]
class,count,share of cell area [%]
clock buffers,19,5.03
repair buffers,65,6.40
inverters,16,0.667
multi-input cells,725,57.4
clock inverters,12,1.72
flip-flops and latches,116,25.8
well taps,211,2.93
[report_power, final]
group | internal, uW | total [uW] | switching [uW]
Clock | 524 | 816 | 292
Sequential | 611 | 626 | 14.3
Combinational | 76.5 | 195 | 118
Total | 1210 | 1640 | 425
[layer usage]
metal / vias up / track usage (%)
li1: 3432 / -
met1: 3578 / 53.6
met2: 355 / 53.1
met3: 38 / 8.67
met4: 0 / 7.06
met5: - / 0
