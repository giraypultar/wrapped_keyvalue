File: flow/constraint.sdc
current_design keyvalue_1

set clk_period 7.6
set clk_io_pct 0.2

create_clock -name clk0 -period $clk_period [get_ports {sys_clk}]

set non_clock_inputs [all_inputs -no_clocks]
set_input_delay [expr $clk_period * $clk_io_pct] -clock clk0 $non_clock_inputs
set_output_delay [expr $clk_period * $clk_io_pct] -clock clk0 [all_outputs]
File: flow/design.v
module keyvalue_1(
	input sys_rst,
	input [3:0] SEL_i,
	input ADR_IS_KEY_i,
	input DAT_IS_KEY_i,
	input [15:0] ADR_i,
	input [15:0] DAT_i,
	input WE_i,
	input STB_i,
	input CYC_i,
	output reg DUP_o,
	output reg STALL_o,
	output reg ACK_o,
	output reg [15:0] DAT_o,
	output [15:0] LA_o,
	input sys_clk,
	input sys_rst_1
);
reg [15:0] __main___storak0 = 16'd0;
reg [15:0] __main___storak1 = 16'd0;
reg [15:0] __main___storak2 = 16'd0;
reg [15:0] __main___storak3 = 16'd0;
reg [15:0] __main___storak4 = 16'd0;
reg [15:0] __main___storak5 = 16'd0;
reg [15:0] __main___storak6 = 16'd0;
reg [15:0] __main___storak7 = 16'd0;
reg [15:0] __main___storav0 = 16'd0;
reg [15:0] __main___storav1 = 16'd0;
reg [15:0] __main___storav2 = 16'd0;
reg [15:0] __main___storav3 = 16'd0;
reg [15:0] __main___storav4 = 16'd0;
reg [15:0] __main___storav5 = 16'd0;
reg [15:0] __main___storav6 = 16'd0;
reg [15:0] __main___storav7 = 16'd0;
reg [15:0] __main___empty_location = 16'd1;
reg [1:0] convert_state = 2'd3;
reg [1:0] convert_next_state;
reg __main___STALL_o_next_value0;
reg __main___STALL_o_next_value_ce0;
reg [15:0] __main___empty_location_t_next_value;
reg __main___empty_location_t_next_value_ce;
reg __main___ACK_o_f_next_value;
reg __main___ACK_o_f_next_value_ce;
reg [15:0] __main___DAT_o_next_value1;
reg __main___DAT_o_next_value_ce1;
reg __main___DUP_o_next_value2;
reg __main___DUP_o_next_value_ce2;
reg [15:0] convert_next_value0;
reg convert_next_value_ce0;
reg [15:0] convert_next_value1;
reg convert_next_value_ce1;
reg [15:0] convert_t_next_value;
reg convert_t_next_value_ce;
reg [15:0] convert_f_next_value;
reg convert_f_next_value_ce;
reg [15:0] convert_comb_array_muxed;
reg [15:0] convert_sync_array_muxed0 = 16'd0;
reg [15:0] convert_sync_array_muxed1 = 16'd0;
reg [15:0] convert_sync_array_muxed2 = 16'd0;
reg [15:0] convert_sync_array_muxed3 = 16'd0;
// synthesis translate_off
reg dummy_s;
initial dummy_s <= 1'd0;
// synthesis translate_on
assign LA_o = DAT_o;
// synthesis translate_off
reg dummy_d;
// synthesis translate_on
always @(*) begin
	convert_next_state <= 2'd0;
	__main___STALL_o_next_value0 <= 1'd0;
	__main___STALL_o_next_value_ce0 <= 1'd0;
	__main___empty_location_t_next_value <= 16'd0;
	__main___empty_location_t_next_value_ce <= 1'd0;
	__main___ACK_o_f_next_value <= 1'd0;
	__main___ACK_o_f_next_value_ce <= 1'd0;
	__main___DAT_o_next_value1 <= 16'd0;
	__main___DAT_o_next_value_ce1 <= 1'd0;
	__main___DUP_o_next_value2 <= 1'd0;
	__main___DUP_o_next_value_ce2 <= 1'd0;
	convert_next_value0 <= 16'd0;
	convert_next_value_ce0 <= 1'd0;
	convert_next_value1 <= 16'd0;
	convert_next_value_ce1 <= 1'd0;
	convert_t_next_value <= 16'd0;
	convert_t_next_value_ce <= 1'd0;
	convert_f_next_value <= 16'd0;
	convert_f_next_value_ce <= 1'd0;
	convert_next_state <= convert_state;
	case (convert_state)
		1'd0: begin
			__main___STALL_o_next_value0 <= 1'd0;
			__main___STALL_o_next_value_ce0 <= 1'd1;
			if ((((STB_i == 1'd1) & (WE_i == 1'd0)) & (ACK_o == 1'd0))) begin
				convert_next_state <= 1'd1;
			end else begin
				if ((((STB_i == 1'd1) & (WE_i == 1'd1)) & (ACK_o == 1'd0))) begin
					convert_next_state <= 2'd2;
					if (ADR_IS_KEY_i) begin
						__main___empty_location_t_next_value <= (__main___empty_location + 1'd1);
						__main___empty_location_t_next_value_ce <= 1'd1;
					end
				end else begin
					__main___ACK_o_f_next_value <= 1'd0;
					__main___ACK_o_f_next_value_ce <= 1'd1;
					convert_next_state <= 1'd0;
				end
			end
		end
		1'd1: begin
			if ((ADR_IS_KEY_i == 1'd1)) begin
				if ((__main___storak1 == ADR_i)) begin
					__main___DAT_o_next_value1 <= __main___storav1;
					__main___DAT_o_next_value_ce1 <= 1'd1;
					__main___ACK_o_f_next_value <= 1'd1;
					__main___ACK_o_f_next_value_ce <= 1'd1;
					convert_next_state <= 1'd0;
				end
			end
			if ((DAT_i > 1'd0)) begin
				if ((__main___storav1 == DAT_i)) begin
					__main___DAT_o_next_value1 <= __main___storak1;
					__main___DAT_o_next_value_ce1 <= 1'd1;
					__main___ACK_o_f_next_value <= 1'd1;
					__main___ACK_o_f_next_value_ce <= 1'd1;
					convert_next_state <= 1'd0;
				end
			end
			if ((ADR_IS_KEY_i == 1'd1)) begin
				if ((__main___storak2 == ADR_i)) begin
					__main___DAT_o_next_value1 <= __main___storav2;
					__main___DAT_o_next_value_ce1 <= 1'd1;
					__main___ACK_o_f_next_value <= 1'd1;
					__main___ACK_o_f_next_value_ce <= 1'd1;
					convert_next_state <= 1'd0;
				end
			end
			if ((DAT_i > 1'd0)) begin
				if ((__main___storav2 == DAT_i)) begin
					__main___DAT_o_next_value1 <= __main___storak2;
					__main___DAT_o_next_value_ce1 <= 1'd1;
					__main___ACK_o_f_next_value <= 1'd1;
					__main___ACK_o_f_next_value_ce <= 1'd1;
					convert_next_state <= 1'd0;
				end
			end
			if ((ADR_IS_KEY_i == 1'd1)) begin
				if ((__main___storak3 == ADR_i)) begin
					__main___DAT_o_next_value1 <= __main___storav3;
					__main___DAT_o_next_value_ce1 <= 1'd1;
					__main___ACK_o_f_next_value <= 1'd1;
					__main___ACK_o_f_next_value_ce <= 1'd1;
					convert_next_state <= 1'd0;
				end
			end
			if ((DAT_i > 1'd0)) begin
				if ((__main___storav3 == DAT_i)) begin
					__main___DAT_o_next_value1 <= __main___storak3;
					__main___DAT_o_next_value_ce1 <= 1'd1;
					__main___ACK_o_f_next_value <= 1'd1;
					__main___ACK_o_f_next_value_ce <= 1'd1;
					convert_next_state <= 1'd0;
				end
			end
			if ((ADR_IS_KEY_i == 1'd1)) begin
				if ((__main___storak4 == ADR_i)) begin
					__main___DAT_o_next_value1 <= __main___storav4;
					__main___DAT_o_next_value_ce1 <= 1'd1;
					__main___ACK_o_f_next_value <= 1'd1;
					__main___ACK_o_f_next_value_ce <= 1'd1;
					convert_next_state <= 1'd0;
				end
			end
			if ((DAT_i > 1'd0)) begin
				if ((__main___storav4 == DAT_i)) begin
					__main___DAT_o_next_value1 <= __main___storak4;
					__main___DAT_o_next_value_ce1 <= 1'd1;
					__main___ACK_o_f_next_value <= 1'd1;
					__main___ACK_o_f_next_value_ce <= 1'd1;
					convert_next_state <= 1'd0;
				end
			end
			if ((ADR_IS_KEY_i == 1'd1)) begin
				if ((__main___storak5 == ADR_i)) begin
					__main___DAT_o_next_value1 <= __main___storav5;
					__main___DAT_o_next_value_ce1 <= 1'd1;
					__main___ACK_o_f_next_value <= 1'd1;
					__main___ACK_o_f_next_value_ce <= 1'd1;
					convert_next_state <= 1'd0;
				end
			end
			if ((DAT_i > 1'd0)) begin
				if ((__main___storav5 == DAT_i)) begin
					__main___DAT_o_next_value1 <= __main___storak5;
					__main___DAT_o_next_value_ce1 <= 1'd1;
					__main___ACK_o_f_next_value <= 1'd1;
					__main___ACK_o_f_next_value_ce <= 1'd1;
					convert_next_state <= 1'd0;
				end
			end
			if ((ADR_IS_KEY_i == 1'd1)) begin
				if ((__main___storak6 == ADR_i)) begin
					__main___DAT_o_next_value1 <= __main___storav6;
					__main___DAT_o_next_value_ce1 <= 1'd1;
					__main___ACK_o_f_next_value <= 1'd1;
					__main___ACK_o_f_next_value_ce <= 1'd1;
					convert_next_state <= 1'd0;
				end
			end
			if ((DAT_i > 1'd0)) begin
				if ((__main___storav6 == DAT_i)) begin
					__main___DAT_o_next_value1 <= __main___storak6;
					__main___DAT_o_next_value_ce1 <= 1'd1;
					__main___ACK_o_f_next_value <= 1'd1;
					__main___ACK_o_f_next_value_ce <= 1'd1;
					convert_next_state <= 1'd0;
				end
			end
			if ((ADR_IS_KEY_i == 1'd1)) begin
				if ((__main___storak7 == ADR_i)) begin
					__main___DAT_o_next_value1 <= __main___storav7;
					__main___DAT_o_next_value_ce1 <= 1'd1;
					__main___ACK_o_f_next_value <= 1'd1;
					__main___ACK_o_f_next_value_ce <= 1'd1;
					convert_next_state <= 1'd0;
				end
			end
			if ((DAT_i > 1'd0)) begin
				if ((__main___storav7 == DAT_i)) begin
					__main___DAT_o_next_value1 <= __main___storak7;
					__main___DAT_o_next_value_ce1 <= 1'd1;
					__main___ACK_o_f_next_value <= 1'd1;
					__main___ACK_o_f_next_value_ce <= 1'd1;
					convert_next_state <= 1'd0;
				end
			end
			if ((ADR_IS_KEY_i == 1'd0)) begin
				if ((ADR_i == 1'd0)) begin
					if ((DAT_i == 1'd0)) begin
						__main___ACK_o_f_next_value <= 1'd1;
						__main___ACK_o_f_next_value_ce <= 1'd1;
						__main___DUP_o_next_value2 <= 1'd1;
						__main___DUP_o_next_value_ce2 <= 1'd1;
						__main___DAT_o_next_value1 <= 1'sd1;
						__main___DAT_o_next_value_ce1 <= 1'd1;
					end
				end else begin
					__main___DAT_o_next_value1 <= convert_comb_array_muxed;
					__main___DAT_o_next_value_ce1 <= 1'd1;
					__main___ACK_o_f_next_value <= 1'd1;
					__main___ACK_o_f_next_value_ce <= 1'd1;
					convert_next_state <= 1'd0;
				end
			end
			if ((sys_rst == 1'd1)) begin
				convert_next_state <= 2'd3;
			end
		end
		2'd2: begin
			if (ADR_IS_KEY_i) begin
				convert_next_value0 <= DAT_i;
				convert_next_value_ce0 <= 1'd1;
				convert_next_value1 <= ADR_i;
				convert_next_value_ce1 <= 1'd1;
				__main___DAT_o_next_value1 <= __main___empty_location;
				__main___DAT_o_next_value_ce1 <= 1'd1;
			end else begin
				if (DAT_IS_KEY_i) begin
					convert_t_next_value <= DAT_i;
					convert_t_next_value_ce <= 1'd1;
					__main___DAT_o_next_value1 <= ADR_i;
					__main___DAT_o_next_value_ce1 <= 1'd1;
				end else begin
					convert_f_next_value <= DAT_i;
					convert_f_next_value_ce <= 1'd1;
					__main___DAT_o_next_value1 <= ADR_i;
					__main___DAT_o_next_value_ce1 <= 1'd1;
				end
			end
			__main___ACK_o_f_next_value <= 1'd1;
			__main___ACK_o_f_next_value_ce <= 1'd1;
			convert_next_state <= 1'd0;
			if ((sys_rst == 1'd1)) begin
				convert_next_state <= 2'd3;
			end else begin
				convert_next_state <= 1'd0;
			end
		end
		default: begin
			convert_next_state <= 1'd0;
		end
	endcase
// synthesis translate_off
	dummy_d <= dummy_s;
// synthesis translate_on
end
// synthesis translate_off
reg dummy_d_1;
// synthesis translate_on
always @(*) begin
	convert_comb_array_muxed <= 16'd0;
	case (ADR_i)
		1'd0: begin
			convert_comb_array_muxed <= __main___storav0;
		end
		1'd1: begin
			convert_comb_array_muxed <= __main___storav1;
		end
		2'd2: begin
			convert_comb_array_muxed <= __main___storav2;
		end
		2'd3: begin
			convert_comb_array_muxed <= __main___storav3;
		end
		3'd4: begin
			convert_comb_array_muxed <= __main___storav4;
		end
		3'd5: begin
			convert_comb_array_muxed <= __main___storav5;
		end
		3'd6: begin
			convert_comb_array_muxed <= __main___storav6;
		end
		default: begin
			convert_comb_array_muxed <= __main___storav7;
		end
	endcase
// synthesis translate_off
	dummy_d_1 <= dummy_s;
// synthesis translate_on
end
always @(posedge sys_clk) begin
	convert_state <= convert_next_state;
	if (__main___STALL_o_next_value_ce0) begin
		STALL_o <= __main___STALL_o_next_value0;
	end
	if (__main___empty_location_t_next_value_ce) begin
		__main___empty_location <= __main___empty_location_t_next_value;
	end
	if (__main___ACK_o_f_next_value_ce) begin
		ACK_o <= __main___ACK_o_f_next_value;
	end
	if (__main___DAT_o_next_value_ce1) begin
		DAT_o <= __main___DAT_o_next_value1;
	end
	if (__main___DUP_o_next_value_ce2) begin
		DUP_o <= __main___DUP_o_next_value2;
	end
	if (convert_next_value_ce0) begin
		convert_sync_array_muxed0 = convert_next_value0;
		case (__main___empty_location)
			1'd0: begin
				__main___storav0 <= convert_sync_array_muxed0;
			end
			1'd1: begin
				__main___storav1 <= convert_sync_array_muxed0;
			end
			2'd2: begin
				__main___storav2 <= convert_sync_array_muxed0;
			end
			2'd3: begin
				__main___storav3 <= convert_sync_array_muxed0;
			end
			3'd4: begin
				__main___storav4 <= convert_sync_array_muxed0;
			end
			3'd5: begin
				__main___storav5 <= convert_sync_array_muxed0;
			end
			3'd6: begin
				__main___storav6 <= convert_sync_array_muxed0;
			end
			default: begin
				__main___storav7 <= convert_sync_array_muxed0;
			end
		endcase
	end
	if (convert_next_value_ce1) begin
		convert_sync_array_muxed1 = convert_next_value1;
		case (__main___empty_location)
			1'd0: begin
				__main___storak0 <= convert_sync_array_muxed1;
			end
			1'd1: begin
				__main___storak1 <= convert_sync_array_muxed1;
			end
			2'd2: begin
				__main___storak2 <= convert_sync_array_muxed1;
			end
			2'd3: begin
				__main___storak3 <= convert_sync_array_muxed1;
			end
			3'd4: begin
				__main___storak4 <= convert_sync_array_muxed1;
			end
			3'd5: begin
				__main___storak5 <= convert_sync_array_muxed1;
			end
			3'd6: begin
				__main___storak6 <= convert_sync_array_muxed1;
			end
			default: begin
				__main___storak7 <= convert_sync_array_muxed1;
			end
		endcase
	end
	if (convert_t_next_value_ce) begin
		convert_sync_array_muxed2 = convert_t_next_value;
		case (ADR_i)
			1'd0: begin
				__main___storak0 <= convert_sync_array_muxed2;
			end
			1'd1: begin
				__main___storak1 <= convert_sync_array_muxed2;
			end
			2'd2: begin
				__main___storak2 <= convert_sync_array_muxed2;
			end
			2'd3: begin
				__main___storak3 <= convert_sync_array_muxed2;
			end
			3'd4: begin
				__main___storak4 <= convert_sync_array_muxed2;
			end
			3'd5: begin
				__main___storak5 <= convert_sync_array_muxed2;
			end
			3'd6: begin
				__main___storak6 <= convert_sync_array_muxed2;
			end
			default: begin
				__main___storak7 <= convert_sync_array_muxed2;
			end
		endcase
	end
	if (convert_f_next_value_ce) begin
		convert_sync_array_muxed3 = convert_f_next_value;
		case (ADR_i)
			1'd0: begin
				__main___storav0 <= convert_sync_array_muxed3;
			end
			1'd1: begin
				__main___storav1 <= convert_sync_array_muxed3;
			end
			2'd2: begin
				__main___storav2 <= convert_sync_array_muxed3;
			end
			2'd3: begin
				__main___storav3 <= convert_sync_array_muxed3;
			end
			3'd4: begin
				__main___storav4 <= convert_sync_array_muxed3;
			end
			3'd5: begin
				__main___storav5 <= convert_sync_array_muxed3;
			end
			3'd6: begin
				__main___storav6 <= convert_sync_array_muxed3;
			end
			default: begin
				__main___storav7 <= convert_sync_array_muxed3;
			end
		endcase
	end
	if (sys_rst_1) begin
		DUP_o <= 1'd0;
		STALL_o <= 1'd0;
		ACK_o <= 1'd0;
		DAT_o <= 16'd0;
		__main___storak0 <= 16'd0;
		__main___storak1 <= 16'd0;
		__main___storak2 <= 16'd0;
		__main___storak3 <= 16'd0;
		__main___storak4 <= 16'd0;
		__main___storak5 <= 16'd0;
		__main___storak6 <= 16'd0;
		__main___storak7 <= 16'd0;
		__main___storav0 <= 16'd0;
		__main___storav1 <= 16'd0;
		__main___storav2 <= 16'd0;
		__main___storav3 <= 16'd0;
		__main___storav4 <= 16'd0;
		__main___storav5 <= 16'd0;
		__main___storav6 <= 16'd0;
		__main___storav7 <= 16'd0;
		__main___empty_location <= 16'd1;
		convert_state <= 2'd3;
	end
end
endmodule
File: flow/config.mk
export PLATFORM = sky130hd
export DESIGN_NAME = keyvalue_1
export DESIGN_NICKNAME = keyvalue_1
export VERILOG_FILES = /design/flow/design.v
export SDC_FILE = /design/flow/constraint.sdc
export NUM_CORES = 4
export LEC_CHECK = 1
export CORE_UTILIZATION = 50
File: flow/run.sh
#!/bin/bash
# OpenROAD 26Q1-2900-gdf79404cd8, Yosys 0.63+post, stock flow scripts
make -C /OpenROAD-flow-scripts/flow DESIGN_CONFIG=/design/flow/config.mk WORK_HOME=/design/flow/orfs finish
==> results.json <==
{
  "drv_slew": 0,
  "vias": 17059,
  "clkTransAtPathRegs_ns": 0.06,
  "reg2reg_to": "DAT_o[2]",
  "worstPathRequired_ns": 8.09,
  "fin_tns_setup_ns": 0,
  "routabilityCongestion": 1.05,
  "finalHoldViolCount": 0,
  "initCoreUtil": 0.511,
  "grt_remaining_overflow": 0,
  "cp_data_arrival_time_ns": 6.16,
  "common_cells": "dfxtp_1, nor2_1, xor2_1",
  "postPlaceCellArea_mm2": 0.0182,
  "worstPathCellList": "clkdlybuf4s50_1 > xor2_1 > nor4_1 > and4_1 > a32oi_1 > a2111oi_0 > o311ai_0 > nand3_1 > a22oi_1 > a211oi_1",
  "cts-root-buf": "clkbuf_16",
  "syn_inst": 2116,
  "ff2ff_path_depth": 9,
  "cts_buffer_depth": 3,
  "fillers": 3006,
  "status": "finished clean",
  "ys_cells": 2116,
  "cts_hold_buf": 0,
  "cap_violations": 0,
  "drc": 0,
  "top_cell": "dfxtp_1",
  "p_leak_uw": 0.00740,
  "synthesis.area_mm2": 0.0173,
  "setup_viol": 0,
  "rows": 67,
  "crit_fanout": 12,
  "finalInstanceArea_mm2": 0.0192,
  "cts_num_sinks": 260,
  "hold_ws_ns": 0.483,
  "grt_max_degree": 81,
  "io_pins": 79,
  "rsz0062_at_grt": "false",
  "yosys_warnings": 2,
  "cts_buffers": 31,
  "synth-main-ff-cell": "dfxtp_1",
  "ant_nets": 0,
  "top_cells_by_area": "dfxtp_1, mux2i_1, xor2_1",
  "holdPathEnd": "DUP_o",
  "fmax_mhz": 176,
  "max-slew-margin-rel": 0.160,
  "die_h_um": 188,
  "synth_cell_types": 68,
  "top_area_frac": 0.301,
  "rrSetupSlack_ns": 3.21,
  "power_density_mw_per_mm2": 174,
  "fin_crit_sh": 0.746,
  "drtIter0Drc": 1887,
  "cts_resized": 0,
  "yosys-stat-area_mm2": 0.0173,
  "warnings": 36,
  "dpl.hpwl_um": 53800,
  "wl_per_cell_um": 30.5,
  "synth-edff-count": 0,
  "crit_type": "in -> reg",
  "hold_start": "DUP_o",
  "tightest_slew_ns": 1.23,
  "area_delta_synth_final_pct": 11.1,
  "avgSynthCellArea_um2": 8.17,
  "dp.cells": 2498,
  "routed_wl_um": 77900,
  "async_flop_share": 0,
  "crit_slowest_cell": "a2111oi_0",
  "viasPerCell": 6.68,
  "cts_tree": "done",
  "yosysSeqAreaShare": 0.301,
  "die-area_mm2": 0.0353,
  "cts_setup_buffers": 0,
  "h-tree-depth": 1,
  "ys_ff": 260,
  "grt_pass1_wl_um": 112000,
  "r2r_start": "__main___storav1[10]",
  "clk_latency_ns": 0.60,
  "fin_crit_ns": 5.67,
  "track_usage": 0.454,
  "top_area_cell": "dfxtp_1",
  "die_x_um": 188,
  "max-vdd-ir-drop_uv": 173,
  "endpoint_kind": "register",
  "drive_gt1_frac": 0.0970,
  "antenna_found_initial": 3,
  "start_kind": "input port",
  "min_path_cells": 2,
  "io_buffers": 72,
  "fin_worst_skew_ns": 0.0179,
  "hp-class": "reg -> reg",
  "crit_path_max_incr_delay_ns": 1.02,
  "core_area_mm2": 0.0338,
  "grt_pass1_vias": 15875,
  "stdcell_count": 2553,
  "drt_pass1_iterations": 6
}
## report_power, final
part | switching [µW] | internal (µW)
Clock | 652 | 826
Sequential | 43.7 | 1390
Combinational | 266 | 167
## layer usage
layer	part of all wire	wire length, µm	GRT usage	up-vias
met5	0.00021	16	0	-
met1	0.39	30700	0.616	8124
met3	0.10	7920	0.115	297
met2	0.42	32900	0.654	1049
li1	-	-	-	7587
met4	0.082	6410	0.295	2
## final cells by class
type                            count  area, µm²  area share
Sequential cell                   260       5200       0.271
Tap cell                          448        561      0.0292
Inverter                           58        218      0.0113
Multi-Input combinational cell   1571      10800       0.564
Clock inverter                     13        104     0.00541
Antenna cell                        1       2.50    0.000130
Timing Repair Buffer              161       1390      0.0723
Clock buffer                       41        893      0.0465
## critical path: cells and delay by family
family | cells | cell delay [ns]
AOI/OAI and AO/OA | 5 | 2.21
and+or+nand+nor | 3 | 1.20
buffers and inverters | 1 | 0.87
xor gates and xnor gates | 1 | 0.35
## per-stage QoR
step	total power [µW]	util	setup WS [ns]
2_1_floorplan	1700	-	3.81
3_3_place_gp	1880	0.539	1.65
3_5_place_dp	1880	0.539	1.61
4_1_cts	3340	0.568	2.21
5_1_grt	3430	0.568	1.78
6_report	3350	0.568	1.93
## cell usage in the layout, fill, tap and decap left out, types with 17 or more instances in the layout
cell / instances
nand4_1: 19
clkdlybuf4s50_1: 70
nor3_1: 77
xnor2_1: 52
a32oi_1: 17
mux2_2: 32
nor4_1: 42
buf_4: 89
a22oi_1: 17
o21ai_0: 18
clkbuf_16: 31
mux2i_1: 177
nor2_1: 250
nand2_1: 142
xor2_1: 184
inv_1: 58
dfxtp_1: 260
o2111ai_1: 17
o221ai_1: 33
nand3_1: 66
a211oi_1: 128
a21oi_1: 99
## kinds of logic after synthesis
kind of cell             synth area share
multiplexers                        0.123
AND-OR/OR-AND                       0.200
other                            0.000217
flip-flops                          0.301
XOR/XNOR                            0.120
adder cells (fa/ha/maj)           0.00579
AND/OR/NAND/NOR                     0.176
buffers and inverters              0.0737
## how the worst max path moves through the flow
stage	endpoint	slack, ns	depth (start not counted)	start
after CTS	DAT_o[15]	2.21	11	DAT_i[13]
after global routing	DAT_o[0]	1.78	10	DAT_i[13]
final	DAT_o[2]	1.93	10	DAT_i[13]
No activity file was given, so power comes from the tool's default toggle rates.
